[design/flow/design.v]
module encoder(out, input_16, enable);
  output [3:0] out;
  input enable;
  input [15:0]input_16;
  reg [3:0] out;
  always @ (enable or input_16)
  begin
    out = 0;
    if (enable)
      begin
        case (input_16)
        16'h0002 : out = 1;
        16'h0004 : out = 2;
        16'h0008 : out = 3;
        16'h0010 : out = 4;
        16'h0020 : out = 5;
        16'h0040 : out = 6;
        16'h0080 : out = 7;
        16'h0100 : out = 8;
        16'h0200 : out = 9;
        16'h0400 : out = 10;
        16'h0800 : out = 11;
        16'h1000 : out = 12;
        16'h2000 : out = 13;
        16'h4000 : out = 14;
        16'h8000 : out = 15;
        default  : out = 0;
        endcase
    end
  end
endmodule
[design/flow/run.sh]
#!/bin/bash
# OpenROAD 26Q1-2900-gdf79404cd8, Yosys 0.63+post, stock flow scripts
make -C /OpenROAD-flow-scripts/flow DESIGN_CONFIG=/design/flow/config.mk WORK_HOME=/design/flow/orfs finish
[design/flow/config.mk]
export PLATFORM = sky130hd
export DESIGN_NAME = encoder
export DESIGN_NICKNAME = encoder
export VERILOG_FILES = /design/flow/design.v
export SDC_FILE = /design/flow/constraint.sdc
export NUM_CORES = 4
export LEC_CHECK = 1
export CORE_AREA = 10 10 70 70
export DIE_AREA = 0 0 80 80
[design/flow/constraint.sdc]
current_design encoder

set clk_period 2.6
set clk_io_pct 0.2

create_clock -name clk0 -period $clk_period

set non_clock_inputs [all_inputs -no_clocks]
set_input_delay [expr $clk_period * $clk_io_pct] -clock clk0 $non_clock_inputs
set_output_delay [expr $clk_period * $clk_io_pct] -clock clk0 [all_outputs]
==> out/qor.yml <==
postRouteAntennaNets: 0
cap_violations: 0
grt_first_pass_wirelength_um: 2680
rsz0062_at_grt: "no"
crit_slowest_cell: "dlygate4sd2_1"
wl_per_cell_um: 10.5
io_pins: 21
tightest_slew_ns: 0.329
status: "completed"
synth_cell_types: 25
dp_hpwl_um: 1340
end_kind: "primary output"
grt_max_degree: 7
dp_cells: 150
antenna-diode-count: 0
p_leak_nw: 0.340
grt_util_all_layers_pct: 4.90
yosysCellCount: 61
p_total_uw: 96.4
finalCritPeriodShare_pct: 95.7
max_stage_delay_ns: 0.28
rows: 21
slew-limit-headroom_pct: 77.7
drt_iter0_drc: 38
setup_tns_ns: 0
finalSetupViolations: 0
holdCritPathClass: "primary input to primary output"
synth_seq_share_pct: 0
combGateArea_um2: 447
flop-count: 0
initCoreUtil_pct: 12.1
core_area_um2: 3420
routed_via_density: 4.16
tool_warnings: 32
antenna_found_initial: 0
post-route-util_pct: 25.9
wl_um: 1600
stdcell_count: 152
cp_max_fo: 5
power_density_nw_per_um2: 109
max_freq_ghz: 0.402
ys_area_um2: 414
gp_congestion: 0.795
die_w_um: 80
lay_top_cells: "buf_4 (24), dlygate4sd2_1 (18), nor2_1 (9)"
critPathKind: "primary input to primary output"
die_h_um: 80
regArea_um2: 0
dpl-instance-area_um2: 850
postCtsHoldBufs: 0
finalHoldViolations: 0
startpoint_type: "primary input"
fin_area_um2: 883
syn_avg_cell_area_um2: 6.79
layout-drive-gt1-share_pct: 35.8
grt_pass1_vias: 633
drc: 0
crit_chain: "dlygate4sd2_1, nor4_4, buf_4, buf_4, o211ai_1, and3_4, a21oi_2, dlygate4sd2_1"
max-vdd-ir-drop_v: 0.0000419
cp_data_arrival_time_ns: 1.97
nFillCells: 385
period_needed_ns: 2.49
lay_top_count: "buf_4"
cp.required_ns: 2.08
dr.pass1.iters: 4
clkbuf_count: 0
final-max-slew-violation-count: 0
port_buffers: 21
synth_warnings: 1
vias: 632
die_area_um2: 6400
syn2layout_area_growth_pct: 113
syn_inst: 61
syn-cell-area_um2: 414
grt_remaining_overflow: 0
## layer usage
layer / wire [um] / global-route usage, % / vias up
li1: - / - / 329
met3: 83 / 0.795 / 0
met1: 847 / 6.94 / 284
met4: 0 / 0 / 0
met2: 670 / 8.03 / 19
met5: 0 / 0 / -
## where the power goes
part | switching [mW] | internal [mW]
Combinational | 0.0433 | 0.0531
Sequential | 0 | 0
Clock | 0 | 0
Total | 0.0433 | 0.0531
## worst paths after layout
check	end	depth (start not counted)	startpoint	slack, ns
hold / removal	out[0]	5	input_16[8]	1.75
setup / recovery	out[2]	8	input_16[13]	0.11
## repair_timing
item                                   in CTS  in global routing
buffers inserted                            2                  0
endpoints found under the hold margin       0                  0
setup endpoints to repair                   4                  0
resized                                    27                  0
## metrics by stage
stage | hold slack (ns) | setup slack (ns)
after CTS | 1.77 | 0.0988
final | 1.75 | 0.111
after detailed placement | 2.14 | -0.310
after global routing | 1.84 | 0.0268
after floorplan | 1.10 | 0.733
after global placement | 2.13 | -0.307
## synthesized netlist by cell type
cell type / instances / share of area, %
buf_2: 1 / 1.2
and3_4: 2 / 5.4
nor4_2: 1 / 3.0
nand4_1: 2 / 3.0
nand4b_1: 5 / 11
or3b_1: 1 / 2.1
and2b_2: 1 / 2.1
nor2_1: 10 / 9.1
nand2_1: 5 / 4.5
nor2b_1: 4 / 6.0
o211ai_1: 2 / 3.6
or3b_2: 1 / 2.1
a221o_1: 1 / 2.4
o21a_1: 1 / 1.8
o31ai_1: 2 / 3.6
a21oi_2: 2 / 4.2
xor2_1: 2 / 4.2
nor4b_1: 2 / 4.2
a21oi_1: 2 / 2.4
nor4_4: 1 / 5.1
o32ai_1: 1 / 2.1
nand3_1: 2 / 2.4
o21ai_0: 6 / 7.3
nor4_1: 2 / 3.0
xnor2_1: 2 / 4.2
## critical path, delay by kind of cell
| family | cells | cell delay, ns |
|---|---|---|
| buffers and inverters | 4 | 0.79 |
| AND/OR/NAND/NOR | 2 | 0.46 |
| AND-OR/OR-AND | 2 | 0.20 |
## cell type report
type | count | area share [%]
multi-input cells | 60 | 50.6
well taps | 46 | 6.52
repair buffers | 46 | 42.9
## cells by family after synthesis
group / count (synthesis) / share of synthesized area, %
compound gates: 17 / 27.5
simple gates: 39 / 62.8
xor+xnor: 4 / 8.46
buf+inv: 1 / 1.21
Power and IR drop assume default switching activity.

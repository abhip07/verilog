`flow/run.sh`:
```
#!/bin/bash
# OpenROAD 26Q1-2900-gdf79404cd8, Yosys 0.63+post, stock flow scripts
make -C /OpenROAD-flow-scripts/flow DESIGN_CONFIG=/design/flow/config.mk WORK_HOME=/design/flow/orfs finish
```
`flow/config.mk`:
```
export PLATFORM = sky130hd
export DESIGN_NAME = barrel_shifter
export DESIGN_NICKNAME = barrel_shifter
export VERILOG_FILES = /design/flow/design.v
export SDC_FILE = /design/flow/constraint.sdc
export NUM_CORES = 4
export LEC_CHECK = 1
export CORE_AREA = 10 10 70 70
export DIE_AREA = 0 0 80 80
```
`flow/constraint.sdc`:
```
current_design barrel_shifter

set clk_period 2.5
set clk_io_pct 0.2

create_clock -name clk0 -period $clk_period

set non_clock_inputs [all_inputs -no_clocks]
set_input_delay [expr $clk_period * $clk_io_pct] -clock clk0 $non_clock_inputs
set_output_delay [expr $clk_period * $clk_io_pct] -clock clk0 [all_outputs]
```
`flow/design.v`:
```
module barrel_shifter(
        input [7:0]d_in,      
        input [2:0]n_bits,    
        output [7:0]d_out     
);
wire [7:0] tmp1, tmp2;
assign tmp1 = n_bits[0] ? {d_in[0], d_in[7:1]} : d_in;
assign tmp2 = n_bits[1] ? {tmp1[1:0], tmp1[7:2]} : tmp1;
assign d_out = n_bits[2] ? {tmp2[3:0], tmp2[7:4]} : tmp2;
endmodule
```
==> flow_results.org <==
#+TITLE: Implementation results

** Layout
- In the layout the commonest cells are 8 x sky130_fd_sc_hd__mux4_2, 7 x sky130_fd_sc_hd__clkdlybuf4s50_1.
- Leaving out fill and tap cells, the most frequent cell in the layout is sky130_fd_sc_hd__mux4_2.
- Counting the fill cells in the layout gives 390.
- The layout has 0 clock buffers.
- For this run, the share of the core covered by cells in the final layout is 0.163.
- The design has 0 sequential cells.
- Area growth from synthesis to final layout :: 70.9%
- Non-filler instance count after layout :: 85
- Layout cells sized above 1 :: 0.590
- The area taken by multi-input combinational cells is reported as 285 um^2.
- The area taken by sequential standard cells is reported as 0 um^2.
- Once layout is done, the placed cells without fillers occupy 558 um^2.

** Floorplan
- Measured along the y axis, the die boundary spans 80 um.
- Floorplan die width :: 80 um
- The die covers 6400 um^2.
- The share of the core area taken by cells at floorplan is 0.0956.
- Placeable core region :: 3420 um^2
- I/O pin count :: 19
- Row generation in the floorplan step produced 21 rows.

** Synth
- Synth Warn # :: 0
- The main area contributors are sky130_fd_sc_hd__mux4_1 64%, sky130_fd_sc_hd__mux2_2 28%, sky130_fd_sc_hd__buf_6 6.9%, sky130_fd_sc_hd__buf_1 1.1%.
- In this run the cell area of the synthesized design comes to 327 um^2.
- Dominant cell type by area after synthesis :: sky130_fd_sc_hd__mux4_1
- Per Yosys stat, the portion of area used by sequential elements is 0.
- Netlist cell types :: 4
- Synthesis handed over a netlist of 19 instances.
- Average instance area after synthesis :: 17.2 um^2
- Area reported by Yosys stat :: 327 um^2
- # Cells Yosys :: 19
- Largest type area fraction :: 0.644

** Critical path
- Ordered cell list for the critical path :: dlygate4sd2_1 -> mux4_2 -> mux2_4 -> clkdlybuf4s50_1
- Startpoint of the most critical setup path :: d_in[7]
- The worst setup path is launched from an input pin.
- Data arrival time of the critical path :: 1.96 ns
- Req. time, crit path :: 2.00 ns
- Bufs and invs on worst path :: 2
- Max fanout on the critical path was recorded as 4.
- The worst setup path is of the in -> out kind.
- STA classifies the critical path endpoint as an output pin.
- The timing report shows that the slowest cell on the worst path is sky130_fd_sc_hd__mux4_2.
- Among all stages on the critical path, the maximum delay recorded is 0.50 ns.
- On the critical path the largest part of the delay comes from multiplexers.

** Route
- For this block, the via count after detailed routing is 281.
- Dividing the detail-routed wire length by the instance count gives 11.4 um.
- In the detailed route, the total length drawn on met2 is 220 um.
- The detailed router used layers up to and including met3.
- Per the detail_route log, met3 wirelength is 271 um.
- Detailed-route iteration 0 reported a violation count of 10.
- Met1 wire length :: 475 um
- Before antenna repair, the detailed router went through 2 iterations.
- Via density per instance :: 3.31
- Routed WL :: 967 um
- Count of unresolved DRC violations after routing :: 0
- Nets still carrying antenna violations after routing amount to 0.
- Count of inserted antenna diode cells :: 0

** Flow run
- Max-cap violations :: 0
- The logs give a warning total of 32.

** Worst hold path
- Type of the tightest min-delay check :: in -> out
- STA lists the startpoint of the worst hold path as n_bits[0].
- Depth of the worst hold-timing path :: 3
- Sink of the worst hold path :: d_out[0]

** Global routing
- Largest net degree at the start of global routing :: 9
- The number of antenna violations at the first check in global routing is 0.
- The first global-routing pass estimated 1510 um of wire.
- Gr ovfl total :: 0
- The via count of the first global-routing pass is 317.
- Total global-route track usage over all layers is 0.0294.

** STA
- For this run, the top clock speed supported by timing is 406 MHz.
- RSZ-0062 raised after global routing :: no
- Worst relative slew slack :: 0.736
- For the pin with the worst max-slew slack, the measured transition is 0.396 ns.
- The smallest clock period supported by the final layout is computed as 2.46 ns.
- For reference, the final report shows the max-slew violation count at 0.
- Tcrit/Tclk final :: 0.985
- Summed over all failing endpoints, the final setup total negative slack is 0 ns.
- Finish-stage setup viols :: 0
- Final Hold Violation Tally :: 0
- Final hold slack :: 1.71 ns

** Pwr
- Share of power burned in the clock network :: 0
- Switching share of total power :: 0.284
- Power density relative to cell area :: 200 nW/um^2
- The worst-case IR drop observed on VDD is 50.2 uV.
- Sequential Power Share :: 0
- The internal portion of the total power is 0.0000799 W.
- Share of power burned in combinational logic :: 1.000
- The power report puts the leakage power at 0.215 nW.
- The script extracted a net switching power of 0.0000317 W.

** Place
- Instance count after placement with tap cells included :: 83
- In this run the cell area measured after placement is 576 um^2.
- Per the gpl log, the routability congestion estimate is 0.873.
- The placement report lists the number of port buffers as 19.
- Half-perimeter wire length after detailed placement :: 842 um

** Run status
- Run status :: completed
routing by layer:
metal	track usage	vias to the layer above
met1	0.0421	126
met3	0.0375	0
met5	0	-
met2	0.0249	29
li1	-	126
met4	0	0
cell usage after synthesis, drive strengths merged:
library cell,instances
mux2,8
mux4,8
buf,3
cell families (layout without fill, tap and decap cells):
logic type  count (synthesis)  after routing  share of synthesized area
mux                        16             16                      0.920
buf+inv                     3             23                     0.0804
power groups by stage:
stage	logic [W]	clock network (W)	registers, W
5_1_grt	0.000121	0	0
6_report	0.000112	0	0
4_1_cts	0.000109	0	0
worst min-delay path, cell delays in order:
cell	delay, ns
sky130_fd_sc_hd__dlymetal6s2s_1	0.24
sky130_fd_sc_hd__mux2_2	0.27
sky130_fd_sc_hd__dlygate4sd2_1	0.20
repair_timing:
action / in CTS / in global routing
gates cloned: 0 / 0
gates resized: 25 / 11
endpoints found under the setup margin: 8 / 6
hold buffers: 0 / 0
endpoints found under the hold margin: 0 / 0
setup buffers: 2 / 0
cell type report:
type / count / share of cell area
multi-input combinational: 16 / 0.511
timing repair buffer: 23 / 0.386
tap: 46 / 0.103
through the flow:
step / total power (W) / setup WS, ns
2_1_floorplan: 0.0000446 / 0.595
3_3_place_gp: 0.000107 / -0.432
3_5_place_dp: 0.000107 / -0.435
4_1_cts: 0.000109 / 0.0286
5_1_grt: 0.000121 / 0.00245
6_report: 0.000112 / 0.0382
worst max path at each step:
stage,cells past startpoint,slack [ns],end
4_1_cts,3,0.03,d_out[7]
5_1_grt,4,0.002,d_out[5]
6_report,4,0.04,d_out[2]
Power is estimated from default activity; no workload was simulated.
